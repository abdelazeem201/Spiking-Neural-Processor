**./run.sh**
```bash
#!/bin/bash
# OpenROAD 26Q1-2900-gdf79404cd8, Yosys 0.63+post, stock flow scripts
make -C /OpenROAD-flow-scripts/flow DESIGN_CONFIG=/design/flow/config.mk WORK_HOME=/design/flow/orfs finish
```
**./design.v**
```verilog
module LIF_neuron
#(
    parameter DATA_WIDTH = 16,            
    parameter THRESHOLD  = 100,           
    parameter LEAK_RATE  = 1,             
    parameter RESET_VAL  = 0              
)
(
    input  wire                   clk,           
    input  wire                   rst,           
    input  wire                   spike_in,      
    input  wire [DATA_WIDTH-1:0]  weight,        
    output reg                    spike_out,     
    output reg  [DATA_WIDTH-1:0]  mem_potential  
);
    reg [DATA_WIDTH-1:0] accum_potential;
    always @(posedge clk or posedge rst) begin
        if (rst) begin
            accum_potential <= RESET_VAL;    
            spike_out <= 0;                  
        end else begin
            if (spike_in) begin
                accum_potential <= accum_potential + weight;
            end
            if (accum_potential > LEAK_RATE) begin
                accum_potential <= accum_potential - LEAK_RATE;
            end else begin
                accum_potential <= 0;    
            end
            if (accum_potential >= THRESHOLD) begin
                spike_out <= 1;                   
                accum_potential <= RESET_VAL;     
            end else begin
                spike_out <= 0;                   
            end
        end
    end
    assign mem_potential = accum_potential;
endmodule
```
**./constraint.sdc**
```tcl
current_design LIF_neuron

set clk_period 1.9
set clk_io_pct 0.2

create_clock -name clk0 -period $clk_period [get_ports {clk}]

set non_clock_inputs [all_inputs -no_clocks]
set_input_delay [expr $clk_period * $clk_io_pct] -clock clk0 $non_clock_inputs
set_output_delay [expr $clk_period * $clk_io_pct] -clock clk0 [all_outputs]
```
**./config.mk**
```make
export PLATFORM = sky130hd
export DESIGN_NAME = LIF_neuron
export DESIGN_NICKNAME = LIF_neuron
export VERILOG_FILES = /design/flow/design.v
export SDC_FILE = /design/flow/constraint.sdc
export NUM_CORES = 4
export LEC_CHECK = 1
export CORE_AREA = 10 10 91 91
export DIE_AREA = 0 0 101 101
```
==> impl_metrics.ini <==
; synthesis and place-and-route metrics
[clock_network]
clkSlewWorstSetupHoldPaths_ns = 0.06
post_cts_resized = 0
clock_tree.buffer_depth = 2
cts_inserted_buffers = 3
cts_max_level = 1
cts_tree = yes
cts.sink_count = 17
worst_skew_late_latency_ns = 0.25
clock-root-buffer = clkbuf_8
cts.hold.buffers_added = 0
post-cts-setup-buffers = 0

[critical_path]
setup.worst_path.end_class = output port
crit_type = register to output port
crit_path_cell_trace = clkdlybuf4s50_1
setup.worst_path.start_class = register
critical_path.top_delay_family = buffers and inverters
cp_data_required_time_ns = 1.52
critPathSlowestCell = clkdlybuf4s50_1
worstPathMaxFanout = 6
regToRegStartpoint = accum_potential[2]$_DFF_PP0_
worst-path-buf-inv = 1
critical-path-max-stage-delay_ns = 0.53
setup.worst_path.start = accum_potential[0]$_DFF_PP0_
crit_arrival_ns = 1.26

[global_route]
grt_pass1_wl_um = 2610
combined_global_route_utilization_of_all_metal_layers = 0.0313
grt_pass1_vias = 514
grt_start_max_net_pins = 18
globalRouteOverflowTotal = 0
grt_antenna_before_repair = 0

[layout]
finalNonFillerCells = 162
synthToLayoutAreaGrowth_pct = 50.3
post_route_cells_drive_above_1_share = 0.129
layout.cells.most_common = clkdlybuf4s50_1
final_area_sq_um = 1040
dominant_logic_cell_types_in_the_final_layout = clkdlybuf4s50_1, dfrtp_1, nor2_1

[route]
drt_iter0_drc = 84
route.antenna.remaining_nets = 0
routed_wirelength_um = 1620
detailroute.via_count = 482
n_antenna_cell = 0
wl_per_cell_um = 9.97
viasPerCell = 2.98
firstDrtPassIters = 2
post-route-drc-count = 0

[sta]
fin_skew_ns = 0.00118
report.final.setup_viol = 0
period_minus_slack_ns = 1.64
fmax_mhz = 611
drv_slew = 0
report.final.hold_viol_count = 0
setup_repair_after_global_routing_missed_its_margin = false
final.setup.tns_ns = 0
period_used_share = 0.861

[synth]
synth.top_cells.by_area = dfrtp_1, nor2_1, xnor2_1
yosysChipArea_sq_um = 692
yosys_stat_cell_total = 58
yosys.stat.seqShare = 0.615
synth_cells = 58
area_share_top_type = 0.615
synth_area_sq_um = 692
yosys_warnings = 2
synth-seq-cells = 17
synth_top_cell_by_area = dfrtp_1
synth.lib_cells_used.distinct = 19
syn-mean-instance-area_sq_um = 11.9

[power_and_ir_drop]
leakage_nw = 0.467
ir_worst_vdd_v = 0.000172
power.density_cell_area_nw_per_um2 = 635

[outcome]
run_status = finished clean

[place]
numPortBuffers = 18
hpwl_um = 1280
dpl_cell_area_sq_um = 995
post-place-cells = 158
finalWeightedCongestion = 0.790

[floorplanning]
die_x_um = 101
io_pins = 36
floorplan.core_util = 0.109
core-area_sq_um = 6350
placement_rows = 29
die_area_sq_um = 10200
floorplan.die.height_um = 101

[job]
tool_warnings = 43
drv.max_cap_violation_count = 0

[worst_hold_path]
hold_path.class = primary input to async pin
-- where the power goes --
part | leakage, nW | internal (mW) | switching [mW]
Combinational | 0.221 | 0.0139 | 0.0124
Clock | 0.0228 | 0.149 | 0.116
Sequential | 0.223 | 0.367 | 0.00257
-- logic make-up after synthesis --
group | Yosys count | share of synthesized area
AND/OR/NAND/NOR | 24 | 0.193
adder cells (fa/ha/maj) | 2 | 0.0362
AND-OR/OR-AND | 4 | 0.0542
buffers and inverters | 5 | 0.0325
other | 1 | 0.00542
flip-flops | 17 | 0.615
XOR/XNOR | 5 | 0.0633
-- Yosys cell counts --
cell type / count
a31oi_2: 1
buf_4: 1
conb_1: 1
dfrtp_1: 17
ha_1: 2
inv_1: 4
nand2_1: 1
nand4_1: 1
nand4b_1: 1
nor2_1: 16
nor3_1: 2
nor4_2: 1
nor4_4: 1
o21ai_0: 1
o21bai_2: 1
o311ai_1: 1
or4_4: 1
xnor2_1: 3
xor2_1: 2
-- metal layers --
| metal | track usage | vias to the layer above | routed length, um |
|---|---|---|---|
| met1 | 0.0391 | 221 | 679 |
| met5 | 0 | - | 0 |
| met2 | 0.0521 | 12 | 795 |
| met3 | 0.00693 | 5 | 76 |
| li1 | - | 244 | - |
| met4 | 0.0107 | 0 | 63 |
-- through the flow --
stage               total power, mW  hold WS [ns]  utilization  setup WS [ns]
floorplan                     0.386         0.306            -          0.424
global placement              0.404         0.518        0.157          0.368
detailed placement            0.404         0.514        0.157          0.350
CTS                           0.670         0.458        0.164          0.224
global route                  0.687         0.475        0.164          0.162
finish                        0.661         0.445        0.164          0.263
-- registers in the layout, summed over array words and instances (netlist names) --
name	flops
accum_potential	16
spike_out	1
-- layout make-up --
| type | count | area (sq um) |
|---|---|---|
| sequential | 17 | 425 |
| tap | 77 | 96.3 |
| clock buffer | 4 | 45.0 |
| inverter | 4 | 15.0 |
| multi-input combinational | 39 | 255 |
| fill | 670 | 5310 |
| timing repair buffer | 21 | 203 |
-- final timing paths --
kind | end | slack (ns) | cells past startpoint
setup / recovery | mem_potential[0] | 0.26 | 1
min in group clk0 | spike_out$_DFF_PP0_ | 0.53 | 2
max in group asynchronous | accum_potential[14]$_DFF_PP0_ | 1.27 | 3
hold / removal | accum_potential[0]$_DFF_PP0_ | 0.45 | 3
hold reg to reg | spike_out$_DFF_PP0_ | 0.53 | 2
setup reg to reg | accum_potential[11]$_DFF_PP0_ | 0.35 | 4
Power is estimated from default activity; no workload was simulated.
