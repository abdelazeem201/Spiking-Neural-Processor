===== flow/run.sh =====
#!/bin/bash
# OpenROAD 26Q1-2900-gdf79404cd8, Yosys 0.63+post, stock flow scripts
make -C /OpenROAD-flow-scripts/flow DESIGN_CONFIG=/design/flow/config.mk WORK_HOME=/design/flow/orfs finish

===== flow/config.mk =====
export PLATFORM = sky130hd
export DESIGN_NAME = fifo
export DESIGN_NICKNAME = fifo
export VERILOG_FILES = /design/flow/design.v
export SDC_FILE = /design/flow/constraint.sdc
export NUM_CORES = 4
export LEC_CHECK = 1
export CORE_UTILIZATION = 40

===== flow/constraint.sdc =====
current_design fifo

set clk_period 9.0
set clk_io_pct 0.2

create_clock -name clk0 -period $clk_period [get_ports {clk}]

set non_clock_inputs [all_inputs -no_clocks]
set_input_delay [expr $clk_period * $clk_io_pct] -clock clk0 $non_clock_inputs
set_output_delay [expr $clk_period * $clk_io_pct] -clock clk0 [all_outputs]

===== flow/design.v =====
module fifo
#(
    parameter DATA_WIDTH = 32,           
    parameter FIFO_DEPTH = 16,           
    parameter ADDR_WIDTH = 4             
)
(
    input  wire                  clk,         
    input  wire                  rst,         
    input  wire                  wr_en,       
    input  wire                  rd_en,       
    input  wire [DATA_WIDTH-1:0] wr_data,     
    output wire [DATA_WIDTH-1:0] rd_data,     
    output wire                  full,        
    output wire                  empty        
);
    reg [DATA_WIDTH-1:0] fifo_mem [0:FIFO_DEPTH-1];    
    reg [ADDR_WIDTH-1:0] wr_ptr;                       
    reg [ADDR_WIDTH-1:0] rd_ptr;                       
    reg [ADDR_WIDTH:0]   fifo_count;                   
    always @(posedge clk or posedge rst) begin
        if (rst) begin
            wr_ptr <= 0;    
        end else if (wr_en && !full) begin
            fifo_mem[wr_ptr] <= wr_data;    
            wr_ptr <= wr_ptr + 1;           
        end
    end
    always @(posedge clk or posedge rst) begin
        if (rst) begin
            rd_ptr <= 0;    
        end else if (rd_en && !empty) begin
            rd_ptr <= rd_ptr + 1;    
        end
    end
    always @(posedge clk or posedge rst) begin
        if (rst) begin
            fifo_count <= 0;    
        end else if (wr_en && !full && !(rd_en && !empty)) begin
            fifo_count <= fifo_count + 1;    
        end else if (rd_en && !empty && !(wr_en && !full)) begin
            fifo_count <= fifo_count - 1;    
        end
    end
    assign rd_data = fifo_mem[rd_ptr];
    assign full = (fifo_count == FIFO_DEPTH);
    assign empty = (fifo_count == 0);
endmodule

==> run_results.csv <==
group,metric,value,unit
floorplanning,dieHeight,226,µm
global_route,grt_antenna_before_repair,1,
final_timing,worst_pin_slew,818,ps
worst_setup_path,crit_family,"buffers and inverters",
final_timing,fmax,0.168,GHz
floorplanning,ioPinCount,70,
synth,synth_cell_types,51,
worst_setup_path,crit_path_max_fanout,48,
worst_setup_path,cp-end-kind,"primary output",
clock_tree,tritoncts,"built",
drt,wl_per_cell,24.3,µm
final_timing,finalHoldViolCount,0,
floorplanning,initCoreUtil,40.8,%
worst_setup_path,critPathMaxStageDelay,610,ps
floorplanning,die_w,226,µm
global_route,grt_first_pass_wirelength,70.8,mm
pwr,pwr-share-clk,28.2,%
finish,syn_to_final_growth,15.8,%
worst_setup_path,crit_type,"reg2out",
worst_setup_path,slowest_stage,"buf_4",
global_route,grt_max_degree,60,
synth,yosys_warnings,2,
flow_run,warnings,31,
finish,fill_cells,4072,
pwr,p_sw_share,32.3,%
drt,drc,0,
pwr,power,7310,µW
clock_tree,cts_hold_buf,0,
drt,ant_nets,0,
final_timing,final.min_clock_period,5950,ps
clock_tree,post_cts_resized,0,
synth,ff_type,"edfxtp_1",
floorplanning,design.core.area,0.0492,mm²
synth,synth_area,0.0200,mm²
final_timing,timing.slew.headroom,45.4,%
pwr,p_leak,0.00727,µW
drt,dr.pass1.iters,8,
final_timing,setup_viol,0,
final_timing,maxSlewViolCount,0,
worst_setup_path,rrSetupSlack,5840,ps
pwr,p_comb_share,31.7,%
final_timing,rsz0062_at_grt,"false",
final_timing,fin_crit_sh,66.1,%
floorplanning,design.die.area,0.0510,mm²
synth,netlist_top_cells_area,"edfxtp_1 77%, a22oi_1 3.3%, a221oi_1 2.2%",
placed_design,io_buffers,69,
placed_design,dp_hpwl,25.1,mm
synth,postSynthSeqShare,78.3,%
synth,most_common_cell,"edfxtp_1",
placed_design,gp_congestion,0.794,
worst_setup_path,critPathRequiredTime,7200,ps
pwr,sequentialPowerShare,40.1,%
run_status,outcome,"complete, no violations",
pwr,p_sw,2360,µW
drt,insertedDiodeCount,0,
clock_tree,cts.reportedPaths.clkPinSlew,60,ps
pwr,vdd_drop_max,0.259,mV
final_timing,fin_skew,18.2,ps
clock_tree,clkLatencyLatePin,620,ps
synth,async_flop_share,2.48,%
drt,drt_wl_total,47.4,mm
final_timing,tns,0,ps
clock_tree,post_cts_buffers,0,
flow_run,maxCapViolCount,0,
worst_setup_path,crit_top_cell,"buf_4",
finish,drive_gt1_share,10.3,%
global_route,grt_pass1_vias,11569,
min_path,min_path_type,"reg2reg",
floorplanning,rows,81,
synth,synth_cells,1165,
clock_tree,htreeDepth,2,
synth,ys_cells,1165,
synth,synth_chip_area,0.0200,mm²
drt,routed_via_density,5.74,
worst_setup_path,arrival,4150,ps
clock_tree,cts_root_buffer,"clkbuf_16",
global_route,grt_usage,20.8,%
pwr,p_int,4950,µW
clock_tree,numCtsBuffers,54,
synth,syn_avg_cell_area,17.2,µm²
synth,yosysTopAreaCell,"edfxtp_1",
global_route,grt_overflow,0,
drt,vias,11201,
drt,drt_iter0_markers,798,
synth,top_cell_area_share,76.7,%
clock_tree,clock-sinks,525,
synth,ys_top_cells_by_count,"512 x edfxtp_1, 88 x a22oi_1, 51 x a221oi_1",
worst_setup_path,start_kind,"register",
worst_setup_path,critPathBufInv,4,
synth,edf_count,512,
worst_setup_path,path_cells,"inv_1, ha_4, buf_4, nor2b_1, buf_4, a32oi_1, a211oi_1, or3_1, clkdlybuf4s50_1",
pwr,powerDensity,315,mW/mm²
clock_tree,clk_path_buf_depth,3,
synth,synth_flops,525,
[cells by family (layout without fill, tap and decap cells)]
group                    Yosys count  in the layout  share of synthesized area [%]
flip-flops                       525            525                           78.3
AND-OR/OR-AND                    334            334                           12.5
AND/OR/NAND/NOR                  157            157                           3.83
buffers and inverters             93            215                           2.30
multiplexers                      34             34                           1.79
adder cells (fa/ha/maj)           13             13                          0.849
XOR/XNOR                           9              9                          0.393
[state kept, by name, indices dropped and copies added (netlist names)]
| name | count |
|---|---|
| fifo_mem | 512 |
| fifo_count | 5 |
| rd_ptr | 4 |
| wr_ptr | 4 |
[cell usage in the layout (no fill, tap or decap), types with 12 or more instances in the layout]
cell,instances
edfxtp_1,512
a22oi_1,88
clkdlybuf4s50_1,69
clkbuf_16,54
a221oi_1,51
nand2_1,44
a22o_1,42
buf_4,34
o21ai_0,33
a21oi_1,31
mux2i_1,29
a211oi_1,25
clkinv_1,20
nor2_1,19
nand3_1,18
a32oi_1,17
clkbuf_1,14
inv_1,12
nor2_4,12
[through the flow]
stage,utilization (%),cell area (µm²),hold slack [ps],cells,setup WS (ps)
after detailed placement,43.9,21600,528,1852,3670
after floorplan,-,20000,495,1165,4000
after global routing,47.2,23200,570,1951,2820
after CTS,47.2,23200,542,1951,3010
final,47.2,23200,538,1951,3050
after global placement,43.9,21600,523,1852,3660
[final timing paths]
check	depth (start not counted)	startpoint	end
worst max register to register	9	fifo_count[0]$_DFFE_PP0P_	fifo_count[4]$_DFFE_PP0P_
max in group asynchronous	2	rst	rd_ptr[3]$_DFFE_PP0P_
worst min register to register	2	fifo_count[2]$_DFFE_PP0P_	fifo_count[2]$_DFFE_PP0P_
min in group asynchronous	2	rst	rd_ptr[1]$_DFFE_PP0P_
worst min-delay path	2	fifo_count[2]$_DFFE_PP0P_	fifo_count[2]$_DFFE_PP0P_
worst max-delay path	9	rd_ptr[1]$_DFFE_PP0P_	rd_data[22]
[area by class of cell]
cell class | instances | area (µm²) | area share (%)
sequential | 525 | 15700 | 67.7
multi-input combinational | 547 | 4040 | 17.4
clock buffer | 68 | 1400 | 6.05
timing repair buffer | 103 | 946 | 4.08
tap | 664 | 831 | 3.58
clock inverter | 31 | 235 | 1.01
inverter | 13 | 48.8 | 0.210
[power groups by stage]
stage / Sequential [µW] / Clock, µW / Combinational [µW]
4_1_cts: 2930 / 2100 / 2360
6_report: 2930 / 2060 / 2320
5_1_grt: 2940 / 2190 / 2550
[metal layers]
layer  routed length (µm)  global-route usage, %  share of wire, %  vias up
met5                   77                  0.880              0.16        -
met4                 1080                   3.95               2.3        4
met3                 5820                   12.1                12       90
met2                22500                   30.8                47      602
met1                17900                   28.3                38     5531
li1                     -                      -                 -     4974
[worst register-to-register path: stages, from the launching register on]
cell and delay, ps:
dfrtp_1 440, or4_1 570, o21a_1 290, inv_1 180, ha_1 240, inv_1 140, fa_1 430, a21o_1 200
a2111oi_0 400, o31ai_1 130
Power figures rest on the tool's default switching activity, not on a simulated workload.
